**flow/run.sh**
```bash
#!/bin/bash
# OpenROAD 26Q1-2900-gdf79404cd8, Yosys 0.63+post, stock flow scripts
make -C /OpenROAD-flow-scripts/flow DESIGN_CONFIG=/design/flow/config.mk WORK_HOME=/design/flow/orfs finish
```
**flow/constraint.sdc**
```tcl
current_design mult8x8

set clk_period 14.9
set clk_io_pct 0.2

create_clock -name clk0 -period $clk_period

set non_clock_inputs [all_inputs -no_clocks]
set_input_delay [expr $clk_period * $clk_io_pct] -clock clk0 $non_clock_inputs
set_output_delay [expr $clk_period * $clk_io_pct] -clock clk0 [all_outputs]
```
**flow/config.mk**
```make
export PLATFORM = sky130hd
export DESIGN_NAME = mult8x8
export DESIGN_NICKNAME = mult8x8
export VERILOG_FILES = /design/flow/design.v
export SDC_FILE = /design/flow/constraint.sdc
export NUM_CORES = 4
export LEC_CHECK = 1
export CORE_UTILIZATION = 40
```
**flow/design.v**
```verilog
module fullAdderType0 (
    input wire x,
    input wire y,
    input wire z,
    output wire s,
    output wire c
    );
assign s = (~x & ~y & z) | (~x & y & ~z) | (x & ~y & ~z) | (x & y & z);
assign c = (x & y) | (y & z) | (z & x);
endmodule
module fullAdderType1 (
    input wire x,
    input wire y,
    input wire z,    
    output wire s,
    output wire c
    );
assign s = (~x & ~y & z) | (~x & y & ~z) | (x & ~y & ~z) | (x & y & z);
assign c = (x & y) | (y & ~z) | (~z & x);
endmodule
module fullAdderType2 (
    input wire x,    
    input wire y,    
    input wire z,
    output wire s,
    output wire c
    );
assign s = (~x & ~y & z) | (~x & y & ~z) | (x & ~y & ~z) | (x & y & z);
assign c = (x & y) | (y & ~z) | (~z & x);
endmodule
module generateU1 (
        input wire [6:0] a,
        input wire [6:0] b,
        input wire [6:0] c_i,
        output wire [6:0] u,
        output wire [6:0] c_o
        );
    fullAdderType0 u0 (b[0], c_i[0], a[0], u[0], c_o[0]);
    fullAdderType0 u1 (b[1], c_i[1], a[1], u[1], c_o[1]);
    fullAdderType0 u2 (b[2], c_i[2], a[2], u[2], c_o[2]);
    fullAdderType0 u3 (b[3], c_i[3], a[3], u[3], c_o[3]);
    fullAdderType0 u4 (b[4], c_i[4], a[4], u[4], c_o[4]);
    fullAdderType0 u5 (b[5], c_i[5], a[5], u[5], c_o[5]);
    fullAdderType1 u6 (b[6], c_i[6], a[6], u[6], c_o[6]);   
endmodule
module generateU2 (
        input wire [6:0] a,
        input wire [6:0] b,
        input wire [6:0] c_i,
        output wire [6:0] u,
        output wire [6:0] c_o
        );
    fullAdderType0 u0 (b[0], c_i[0], a[0], u[0], c_o[0]);
    fullAdderType0 u1 (b[1], c_i[1], a[1], u[1], c_o[1]);
    fullAdderType0 u2 (b[2], c_i[2], a[2], u[2], c_o[2]);
    fullAdderType0 u3 (b[3], c_i[3], a[3], u[3], c_o[3]);
    fullAdderType0 u4 (b[4], c_i[4], a[4], u[4], c_o[4]);
    fullAdderType1 u5 (b[5], c_i[5], a[5], u[5], c_o[5]);   
    fullAdderType1 u6 (b[6], c_i[6], a[6], u[6], c_o[6]);   
endmodule
module generateU3 (
        input wire [6:0] a,
        input wire [6:0] b,
        input wire [6:0] c_i,
        output wire [6:0] u,
        output wire [6:0] c_o
        );
    fullAdderType0 u0 (b[0], c_i[0], a[0], u[0], c_o[0]);
    fullAdderType0 u1 (b[1], c_i[1], a[1], u[1], c_o[1]);
    fullAdderType0 u2 (b[2], c_i[2], a[2], u[2], c_o[2]);
    fullAdderType0 u3 (b[3], c_i[3], a[3], u[3], c_o[3]);
    fullAdderType1 u4 (b[4], c_i[4], a[4], u[4], c_o[4]);   
    fullAdderType1 u5 (b[5], c_i[5], a[5], u[5], c_o[5]);   
    fullAdderType1 u6 (b[6], c_i[6], a[6], u[6], c_o[6]);   
endmodule
module generateU4 (
        input wire [6:0] a,
        input wire [6:0] b,
        input wire [6:0] c_i,
        output wire [6:0] u,
        output wire [6:0] c_o
        );
    fullAdderType0 u0 (b[0], c_i[0], a[0], u[0], c_o[0]);
    fullAdderType0 u1 (b[1], c_i[1], a[1], u[1], c_o[1]);
    fullAdderType0 u2 (b[2], c_i[2], a[2], u[2], c_o[2]);
    fullAdderType1 u3 (b[3], c_i[3], a[3], u[3], c_o[3]);   
    fullAdderType1 u4 (b[4], c_i[4], a[4], u[4], c_o[4]);   
    fullAdderType1 u5 (b[5], c_i[5], a[5], u[5], c_o[5]);   
    fullAdderType1 u6 (b[6], c_i[6], a[6], u[6], c_o[6]);   
endmodule
module generateU5 (
        input wire [6:0] a,
        input wire [6:0] b,
        input wire [6:0] c_i,
        output wire [6:0] u,
        output wire [6:0] c_o
        );
    fullAdderType0 u0 (b[0], c_i[0], a[0], u[0], c_o[0]);
    fullAdderType0 u1 (b[1], c_i[1], a[1], u[1], c_o[1]);
    fullAdderType1 u2 (b[2], c_i[2], a[2], u[2], c_o[2]);   
    fullAdderType1 u3 (b[3], c_i[3], a[3], u[3], c_o[3]);   
    fullAdderType1 u4 (b[4], c_i[4], a[4], u[4], c_o[4]);   
    fullAdderType1 u5 (b[5], c_i[5], a[5], u[5], c_o[5]);   
    fullAdderType1 u6 (b[6], c_i[6], a[6], u[6], c_o[6]);   
endmodule
module generateU6 (
        input wire [6:0] a,
        input wire [6:0] b,
        input wire [6:0] c_i,
        output wire [6:0] u,
        output wire [6:0] c_o
        );
    fullAdderType0 u0 (b[0], c_i[0], a[0], u[0], c_o[0]);
    fullAdderType1 u1 (b[1], c_i[1], a[1], u[1], c_o[1]);   
    fullAdderType1 u2 (b[2], c_i[2], a[2], u[2], c_o[2]);   
    fullAdderType1 u3 (b[3], c_i[3], a[3], u[3], c_o[3]);   
    fullAdderType1 u4 (b[4], c_i[4], a[4], u[4], c_o[4]);   
    fullAdderType1 u5 (b[5], c_i[5], a[5], u[5], c_o[5]);   
    fullAdderType1 u6 (b[6], c_i[6], a[6], u[6], c_o[6]);   
endmodule
module generateU7 (
        input wire [6:0] a,
        input wire [6:0] b,
        input wire [6:0] c_i,
        output wire [6:0] u,
        output wire [6:0] c_o
        );
    fullAdderType2 u0 (a[0], b[0], c_i[0], u[0], c_o[0]);   
    fullAdderType2 u1 (a[1], b[1], c_i[1], u[1], c_o[1]);   
    fullAdderType2 u2 (a[2], b[2], c_i[2], u[2], c_o[2]);   
    fullAdderType2 u3 (a[3], b[3], c_i[3], u[3], c_o[3]);   
    fullAdderType2 u4 (a[4], b[4], c_i[4], u[4], c_o[4]);   
    fullAdderType2 u5 (a[5], b[5], c_i[5], u[5], c_o[5]);   
    fullAdderType2 u6 (a[6], b[6], c_i[6], u[6], c_o[6]);   
endmodule
module generateU8 (
        input wire [6:0] a,
        input wire [6:0] c_i,
        output wire [6:0] u,
        output wire [6:0] c_o
        );
    fullAdderType2 u0 (  1'b0, c_i[0], a[0], u[0], c_o[0]);  
    fullAdderType2 u1 (c_o[0], c_i[1], a[1], u[1], c_o[1]);  
    fullAdderType2 u2 (c_o[1], c_i[2], a[2], u[2], c_o[2]);  
    fullAdderType2 u3 (c_o[2], c_i[3], a[3], u[3], c_o[3]);  
    fullAdderType2 u4 (c_o[3], c_i[4], a[4], u[4], c_o[4]);  
    fullAdderType2 u5 (c_o[4], c_i[5], a[5], u[5], c_o[5]);  
    fullAdderType2 u6 (c_o[5], c_i[6], a[6], u[6], c_o[6]);  
endmodule
module mult8x8 (
        input wire [7:0] a,
        input wire [7:0] b,
        output wire [15:0] p
        );
    wire [7:0] row1;
    wire [7:0] row2;
    wire [7:0] row3;
    wire [7:0] row4;
    wire [7:0] row5;
    wire [7:0] row6;
    wire [7:0] row7;
    wire [7:0] row8;
    wire [6:0] u1;
    wire [6:0] u2;
    wire [6:0] u3;
    wire [6:0] u4;
    wire [6:0] u5;
    wire [6:0] u6;
    wire [6:0] u7;
    wire [6:0] u8;
    wire [6:0] c_oU1;
    wire [6:0] c_oU2;
    wire [6:0] c_oU3;
    wire [6:0] c_oU4;
    wire [6:0] c_oU5;
    wire [6:0] c_oU6;
    wire [6:0] c_oU7;
    wire [6:0] c_oU8;
    assign row1 = a & {8{b[0]}};
    assign row2 = a & {8{b[1]}};
    assign row3 = a & {8{b[2]}};
    assign row4 = a & {8{b[3]}};
    assign row5 = a & {8{b[4]}};
    assign row6 = a & {8{b[5]}};
    assign row7 = a & {8{b[6]}};
    assign row8 = a & {8{b[7]}};
    generateU1 genU1(        row1[7:1], row2[6:0], {7{1'b0}}, u1, c_oU1);
    generateU2 genU2({row2[7],u1[6:1]}, row3[6:0],     c_oU1, u2, c_oU2);
    generateU3 genU3({row3[7],u2[6:1]}, row4[6:0],     c_oU2, u3, c_oU3);
    generateU4 genU4({row4[7],u3[6:1]}, row5[6:0],     c_oU3, u4, c_oU4);
    generateU5 genU5({row5[7],u4[6:1]}, row6[6:0],     c_oU4, u5, c_oU5);
    generateU6 genU6({row6[7],u5[6:1]}, row7[6:0],     c_oU5, u6, c_oU6);
    generateU7 genU7({row7[7],u6[6:1]}, row8[6:0],     c_oU6, u7, c_oU7);
    generateU8 genU8({row8[7],u7[6:1]},                c_oU7, u8, c_oU8);
    assign p = {c_oU8[6], u8[6:0], u7[0], u6[0], u5[0], u4[0], u3[0], u2[0], u1[0], row1[0]};
endmodule
```
==> impl_metrics.py <==
# Generated from Yosys and OpenROAD reports
metrics = {
    "outcome": {
        "status": "finished, final reports clean",
    },
    "finish": {
        "final_cells": 342,
        "fin_util": 0.4645,
        "drive_above_1_share": 0.04044,
        "num-clock-buffers": 0,
        "final-seq-area_um2": 0,
        "comb_area_um2": 1807,
        "n_sequential_cell": 0,
        "fillers": 531,
        "syn_to_final_growth_pct": 11.27,
    },
    "placed_design": {
        "dp_cells": 342,
        "dpl.hpwl_mm": 3.012,
        "port_buffers": 32,
        "gp_congestion": 0.7802,
    },
    "timing": {
        "setup_viol": 0,
        "clock.fmax_mhz": 76.24,
        "tns_ns": 0,
        "fin_crit_ns": 13.12,
        "fin_crit_sh": 0.8803,
        "rsz0062_at_grt": "false",
        "drv_slew": 0,
        "slew_headroom": 0.6361,
        "tightest_slew_ns": 0.5441,
        "hold_ws_ns": 7.109,
        "hold_viol": 0,
    },
    "global_routing": {
        "use_met1": 0.2236,
        "grt_busiest_layer": "met2",
        "met3_usage": 0.005427,
        "antenna_found_initial": 0,
        "grt_pass1_vias": 1435,
        "grt_max_degree": 17,
        "grt_pass1_wl_mm": 6.113,
        "grtUsageTotal": 0.1423,
        "grt_overflow_total": 0,
        "met2_usage": 0.2452,
    },
    "critical_path": {
        "crit_fanout": 12,
        "end_kind": "output pin",
        "critPathArrivalTime_ns": 10.14,
        "critical_path_class": "in -> out",
        "cp_data_required_time_ns": 11.92,
        "worst_setup_path_start_kind": "input pin",
    },
    "routing": {
        "ant_nets": 0,
        "wl_mm": 3.497,
        "vias": 1652,
        "antenna_cells": 0,
        "dr.pass1.iters": 4,
        "drc": 0,
        "avgViaCountPerCell": 4.830,
        "post_drt_wl_per_cell_um": 10.23,
        "drtIter0Drc": 36,
    },
    "die": {
        "num_rows": 26,
        "fp_util": 0.4174,
        "die_h_um": 75.01,
        "die_w_um": 75.01,
        "core_area_um2": 5107,
        "ioPinCount": 32,
        "die-area_um2": 5626,
    },
    "pwr": {
        "power_density_nw_per_um2": 111.5,
        "power_uw": 264.4,
        "cellLeakagePower_uw": 0.001045,
        "irDropWorstVdd_v": 0.0001229,
    },
    "synth": {
        "synth.most_common_cell": "inv_1",
        "topCombFamilyByArea": "adder cells",
        "synth_top_area_share": 0.3286,
        "common_cells": "inv_1 (42), nand2_1 (37), and2_1 (35), fa_1 (35), buf_4 (15)",
        "synth_area_um2": 2132,
        "synthAoiAreaFrac": 0.1121,
        "ys_cells": 266,
        "topCellsByArea": "fa_1 (33%), and2_1 (10%), inv_1 (7.4%), nand2_1 (6.5%), buf_4 (5.3%)",
        "yosys-stat-area_um2": 2132,
        "ys_types": 48,
        "largest_area_cell": "fa_1",
        "avgSynthCellArea_um2": 8.015,
        "mux_area_frac": 0.03404,
        "synthCells": 266,
        "synth-warning-count": 0,
        "ys_sh_simple": 0.2418,
        "synthXorXnorAreaFrac": 0.06514,
        "fa_ha_area_frac": 0.3944,
        "ys_seq_share": 0,
    },
    "clock_network": {
        "ctsHoldBuffers": 0,
        "cts_setup_buffers": 0,
        "cts_resized": 0,
    },
    "hold_path": {
        "hp-class": "in -> out",
    },
    "flow_run": {
        "drv_cap": 0,
        "warnings": 33,
    },
}
[through the flow]
step	worst slack [ns]	area [um2]
after floorplan	2.944	2132
after global placement	1.765	2372
after detailed placement	1.736	2372
after CTS	1.735	2372
after global routing	1.410	2372
final	1.784	2372
[final cells by class]
class | count | area share
repair buffers | 32 | 0.1350
inverters | 42 | 0.06646
multi-input cells | 198 | 0.7616
well taps | 70 | 0.03692
[cells in the final DEF, fill, tap and decap left out, types with 2 or more instances in the layout]
cell type / instances
nor2_1: 7
nand2b_1: 2
and2_1: 35
ha_1: 8
nand3b_1: 2
xnor2_1: 10
a21oi_1: 6
a31oi_1: 2
a21boi_0: 2
a21o_1: 2
inv_1: 42
nor3_1: 2
nand3_1: 3
mux2_2: 2
clkdlybuf4s50_1: 32
and3_1: 2
mux2i_1: 5
maj3_1: 4
a211oi_1: 3
nor3_2: 2
fa_1: 35
nand2_1: 37
xor2_1: 4
o21ai_0: 3
[logic make-up (layout without fill, tap and decap cells)]
logic type | after synthesis | after routing
simple gates | 97 | 97
buf+inv | 68 | 74
fa+ha+maj | 47 | 47
compound gates | 32 | 32
xor+xnor | 15 | 15
mux | 7 | 7
[worst paths after layout]
kind                  depth (start not counted)  start  slack, ns    end
worst max-delay path                         24   b[1]       1.78  p[14]
worst min-delay path                          3   a[0]       7.11   p[0]
[where the power goes]
part	internal [uW]	total, uW	switching [uW]
registers	0	0	0
clock network	0	0	0
logic	165	264	99.9
total	165	264	99.9
[critical path, stage by stage]
cell             delay (ns)
clkdlybuf4s50_1        0.69
and2_1                 0.19
ha_1                   0.14
inv_1                  0.05
fa_1                   0.52
inv_1                  0.05
fa_1                   0.48
xor2_1                 0.19
xnor2_1                0.39
nor3_2                 0.12
or2_1                  0.24
xnor2_1                0.15
fa_1                   0.54
ha_1                   0.14
inv_1                  0.05
fa_1                   0.45
fa_1                   0.46
fa_1                   0.46
fa_1                   0.46
fa_1                   0.42
inv_1                  0.08
fa_1                   0.38
inv_1                  0.06
clkdlybuf4s50_1        0.45
[routing by layer]
layer  share of wire  wire [um]  up-vias
met5               0          0        -
met4               0          0        0
met3           0.032        112        0
met2            0.49       1726       26
met1            0.47       1658      792
li1                -          -      834
No activity file was given, so power comes from the tool's default toggle rates.
